[design/flow/run.sh]
#!/bin/bash
# OpenROAD 26Q1-2900-gdf79404cd8, Yosys 0.63+post, stock flow scripts
make -C /OpenROAD-flow-scripts/flow DESIGN_CONFIG=/design/flow/config.mk WORK_HOME=/design/flow/orfs finish
[design/flow/config.mk]
export PLATFORM = sky130hd
export DESIGN_NAME = re_hz
export DESIGN_NICKNAME = re_hz
export VERILOG_FILES = /design/flow/design.v
export SDC_FILE = /design/flow/constraint.sdc
export NUM_CORES = 4
export LEC_CHECK = 1
export CORE_AREA = 10 10 85 85
export DIE_AREA = 0 0 95 95
[design/flow/constraint.sdc]
current_design re_hz

set clk_period 3.1
set clk_io_pct 0.2

create_clock -name clk0 -period $clk_period [get_ports {clock}]

set non_clock_inputs [all_inputs -no_clocks]
set_input_delay [expr $clk_period * $clk_io_pct] -clock clk0 $non_clock_inputs
set_output_delay [expr $clk_period * $clk_io_pct] -clock clk0 [all_outputs]
[design/flow/design.v]
`timescale 1ns / 1ps
module sccomp_top(clock, resetn, inst, pc, aluout, memout,  a_to_g,  an, dp, reg_addr, ispc, hl );
  input clock, resetn;
  output [31:0] inst, pc, aluout, memout; 
  output  [6:0] a_to_g;
  output  [3:0] an;
  output  dp;
  input [4:0] reg_addr;
  input ispc;
  input hl;
  wire outclock;
  re_hz re_hz(clock, resetn, outclock);
  wire [31:0] reg_out;
  wire [31:0] data_show;
  wire [15:0] data_out;
  sccomp_dataflow sccomp( outclock, resetn, pc, inst, aluout, memout, reg_addr, reg_out );
  mux2x32 mux1(reg_out,pc,ispc,data_show);
  mux2x16 mux2(data_show[15:0],data_show[31:16],hl, data_out);
  led led( data_out[15:0], clock, resetn,  a_to_g, an, dp );
endmodule
module re_hz( 
input clock,
input resetn,
output outclock
);
reg [31:0] cnt;
always @( posedge clock or posedge resetn)  begin
  if( resetn == 1 )
    cnt = 0;
  else 
    cnt = cnt + 1;
end
  assign outclock = cnt[21];
endmodule
==> flow_summary.toml <==
# synthesis and place-and-route metrics
[run_status]
status = "finished, final reports clean"

[global_routing]
grt_pass1_vias = 552
grt_max_degree = 23
met1_usage_pct = 5.446
grt_usage_pct = 3.484
grt-ovfl-total = 0
use_met2_pct = 4.634
busiest_layer = "met1"
grt_pass1_wl_um = 2553
met3_usage_pct = 1.282
antenna_found_initial = 0

[final_timing]
setup_tns_ps = 0
finalCritPeriodShare_pct = 55.16
grt_setup_unrepaired = "no"
worstMarginPinSlew_ps = 281.4
hold_violations = 0
timing.fmax_mhz = 584.8
drv_slew = 0
relSlewSlack_pct = 81.17
skew_ps = 2.452
finalSetupViolCount = 0
period_needed_ps = 1710

[setup_path]
reg2reg_depth = 5
regToRegSetupSlack_ps = 1750
worstSetupPathType = "reg2out"
cp_cell_sequence = "clkdlybuf4s50_1"
cp-end-kind = "output pin"
required_ps = 2480
worstSetupStartpointType = "register"
crit_family = "buffers and inverters"
rr_startpoint = "cnt[0]"
cpMaxStageDelayCell = "clkdlybuf4s50_1"
path_buffers = 1
r2r-end = "cnt[10]"
critical_path_arrival_ps = 1090
max_stage_delay_ps = 480
cp_max_fo = 2

[power_and_ir_drop]
powerDensity_nw_per_um2 = 483.7
leakagePower_nw = 0.4734
vdd_drop_max_mv = 0.5249

[cells_and_area]
layout-area-overhead-vs-synth_pct = 19.74
drive_gt1_share_pct = 12.64
fin_area_um2 = 1146
largest_reg_flops = 22

[place]
io_buffer_count = 2
place_hpwl_um = 980.7
placed_area_um2 = 1075
place_congestion = 0.7306

[clock_tree]
cts_buffers = 3
cts_tree = "yes"
post-cts-setup-buffer-count = 0
clock_path_buffers = 2
holdBufCountCts = 0
cts.sinks = 22
insertion_delay_ps = 260
htree_levels = 1
cts_root_buf = "clkbuf_8"
cts_resized = 0
cts.clk_slew.worst_paths_ps = 80

[hold_path]
hold_path_depth = 1
hp-start = "cnt[0]"
min_path_type = "reg2reg"
holdPathEnd = "cnt[0]"

[drt]
drtIter0Drc = 28
post_drt_wl_per_cell_um = 8.390
first_pass_iters = 2
n_antenna_cell = 0
vias = 534
vias_per_cell = 3.358
drcViolationCount = 0
ant_nets = 0
drt_wl_total_um = 1334

[synth]
largest_area_cell = "dfrtp_1"
avgSynthCellArea_um2 = 11.96
synth_flops = 22
top_cells_by_area = "dfrtp_1 58%, xnor2_1 14%, xor2_1 4.6%"
ys.warnings.count = 1
synthCells = 80
synth_area_um2 = 957.2
synth_top_area_share_pct = 57.52
synth.distinct_cells = 16
ys_chip_area_um2 = 957.2
yosysCellCount = 80
ys_seq_share_pct = 57.52

[floorplanning]
rows = 27
chipArea_um2 = 9025
core-area_um2 = 5473
fp_util_pct = 17.49
die_x_um = 95
pin_count = 3
dieHeight_um = 95

[run]
cap_viol_max_count = 0
tool_warnings = 25
power by group:
group | switching (W) | internal [W]
combinational | 0.00000531 | 0.00000202
sequential | 0 | 0.000287
clock | 0.0000881 | 0.000172
Yosys cell counts (all sizes together):
master,instances
and3,4
and4,1
dfrtp,22
ha,1
inv,2
nand2,7
nand3,8
nand4,6
nor2,6
nor3,2
or2,1
xnor2,15
xor2,5
how the worst max path moves through the flow:
stage,cells after the start,to,start
global route,1,outclock,cnt[21]
finish,1,outclock,cnt[21]
CTS,1,outclock,cnt[21]
through the flow:
| stage | hold WS (ps) | instances | utilization, % | power (W) | worst slack, ps |
|---|---|---|---|---|---|
| after floorplan | 424.4 | 80 | - | 0.0002967 | 1888 |
| after global placement | 456.4 | 155 | 19.64 | 0.0003005 | 1671 |
| after detailed placement | 462.6 | 155 | 19.64 | 0.0003004 | 1663 |
| after CTS | 473.6 | 159 | 20.94 | 0.0005631 | 1371 |
| after global routing | 481.2 | 159 | 20.94 | 0.0005777 | 1315 |
| final | 469.1 | 159 | 20.94 | 0.0005543 | 1390 |
cell families after synthesis:
| logic type | Yosys count | share of synthesized area (%) |
|---|---|---|
| DFF | 22 | 57.52 |
| buffers and inverters | 2 | 0.7846 |
| adders and majority gates | 1 | 1.307 |
| xor gates and xnor gates | 20 | 18.30 |
| and+or+nand+nor | 35 | 22.09 |
layout make-up:
type,instances,area (um2)
Sequential cell,22,550.5
Fill cell,593,4327
Timing Repair Buffer,3,27.53
Tap cell,72,90.09
Inverter,2,7.507
Clock inverter,1,30.03
Multi-Input combinational cell,56,399.1
Clock buffer,3,41.29
cells in the final DEF, fill, tap and decap left out, types with 3 or more instances in the layout:
master / instances
nand4_1: 5
xor2_1: 5
nand2_1: 7
and3_1: 4
nand3_1: 7
xnor2_1: 15
dfrtp_1: 22
nor2_1: 5
clkbuf_8: 3
routing by layer:
metal	vias to the layer above	wire length (um)	part of all wire, %
li1	283	-	-
met1	245	787	59
met2	6	486	36
met3	0	60	4.5
met4	0	0	0
met5	-	0	0
Power and IR drop assume default switching activity.
